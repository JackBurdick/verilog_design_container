--- design/flow/run.sh ---
#!/bin/bash
# OpenROAD 26Q1-2900-gdf79404cd8, Yosys 0.63+post, stock flow scripts
make -C /OpenROAD-flow-scripts/flow DESIGN_CONFIG=/design/flow/config.mk WORK_HOME=/design/flow/orfs finish
--- design/flow/config.mk ---
export PLATFORM = sky130hd
export DESIGN_NAME = EightBit_Adder
export DESIGN_NICKNAME = EightBit_Adder
export VERILOG_FILES = /design/flow/design.v
export SDC_FILE = /design/flow/constraint.sdc
export NUM_CORES = 4
export LEC_CHECK = 1
export CORE_AREA = 10 10 70 70
export DIE_AREA = 0 0 80 80
--- design/flow/constraint.sdc ---
current_design EightBit_Adder

set clk_period 7.7
set clk_io_pct 0.2

create_clock -name clk0 -period $clk_period

set non_clock_inputs [all_inputs -no_clocks]
set_input_delay [expr $clk_period * $clk_io_pct] -clock clk0 $non_clock_inputs
set_output_delay [expr $clk_period * $clk_io_pct] -clock clk0 [all_outputs]
--- design/flow/design.v ---
module FourBit_Adder(Sum, Cout, A, B, Cin);
output [3:0]Sum;
output Cout;
input [3:0]A;
input [3:0]B;
input Cin;
wire [2:0]w;
Full_Adder C1(Sum[0], w[0], A[0], B[0], Cin);
Full_Adder C2(Sum[1], w[1], A[1], B[1], w[0]);
Full_Adder C3(Sum[2], w[2], A[2], B[2], w[1]);
Full_Adder C4(Sum[3], Cout, A[3], B[3], w[2]);
endmodule
module EightBit_Adder(Sum, Cout, A, B, Cin);
output [7:0]Sum;
output Cout;
input [7:0]A;
input [7:0]B;
input Cin;
wire w0;
FourBit_Adder C1(Sum[3:0], w0, A[3:0], B[3:0], Cin);
FourBit_Adder C2(Sum[7:4], Cout, A[7:4], B[7:4], w0);
endmodule
module Full_Adder (Sum, Carry, A, B, C);
output Sum, Carry;
input A, B, C;
wire w1, w2, w3;
HA C1(w1, w2, A, B);
HA C2(Sum, w3, w1, C);
or C3(Carry, w2, w3);
endmodule
module HA (Sum, Carry, A, B);
output Sum, Carry;
input A, B;
and c1 (Carry, A, B);
xor c2 (Sum, A, B);
endmodule
==> notes.md <==
yosys + openroad results -> status complete, no violations, unrepaired setup endpoints after global routing no, share of cells above drive strength 1 0, Pins Over Slew Limit 0, DR WL/cell 8.04 um, ant diodes 0, slowest cell on the critical path clkdlybuf4s50_1, Cell Type Count 3, Worst setup startpoint A[0], Port Buf Inserts 26, hpwl dp 725 um, Tcrit/Tclk final 0.917, Hold Path Sink Sum[0], Max VDD drop between 0.02 and 0.025 mV, # IOs 26, Fmax ~0.14 GHz, # hold bufs at CTS 0, CP Cell Sequence clkdlybuf4s50_1 -> inv_1 -> fa_1 -> inv_1 -> fa_1 -> fa_1 -> fa_1 -> fa_1 -> fa_1 -> fa_1 -> inv_1 -> fa_1 -> inv_1 -> clkdlybuf4s50_1, hold_sp Cin, Yosys Chip Area 258 um^2, Yosys top cell area share 0.621, PostCTS Resize Cnt 0, crit path DRT a little over 6 ns, Final min period 7.06 ns, largest area contributor in the netlist fa_1, core area 3420 um^2, number of remaining DRC errors 0, Post-Syn Area 258 um^2, FP Rows 21, Syn Area/Cell 9.91 um^2, most used cell, CP fa_1, Leak about 0.21 nW, iteration tally of the first detailed-router pass 1, Post-synth top cells inv_1, buf_4, fa_1, synthesized netlist cell count 26, # Max-Cap Violations 0, Cell area leaders fa_1, buf_4, inv_1, die width 80 um, clock buffer count in the final layout 0, Initial DRC Count 0, worst path buffer plus inverter count 6, relative max-transition margin 0.937, yosys cell count 26, final setup fails 0, Post-DRT Antenna Nets 0, largest net degree at the start of global routing 2, Yosys warning total 0, endpoints failing hold 0, delay-heaviest family, CP adder cells, synthesis-to-finish area growth 100%, RD Place Congestion 0.850, Tool Warnings 32, Hold WC Path Type input port to output pin, vias 207, flip-flops 0, floorplan utilization 0.0755, Seq. cell area 0 um^2, total grt overflow 0, Startpoint Class input port, Tot GR Track Use 0.0210, Seq share, synth 0, number of global-route vias before repair 254, CP Max Fanout 1, CP endpoint kind output pin, first-pass GRT wire length 1090 um, critical path's largest stage delay 0.46 ns, DRT Wirelength 724 um, worst-margin pin slew 0.0936 ns, Hold WS between 4 and 5 ns, Die Y 80 um, Power Density 67.6 nW/um^2, crit path DAT 5.52 ns, hold path cells 5, CP Class input port to output pin, top-count cell post-synth inv_1, antenna violations before repair 0, Levels on crit path 14, post-CTS setup repair buffer count 0, vias per std cell 2.30, setup TNS 0 ns, chip area 6400 um^2
-- power by group --
group / switching, W / internal (W) / total, W
clock: 0 / 0 / 0
sequential: 0 / 0 / 0
combinational: 0.00000901 / 0.0000259 / 0.0000349
total: 0.00000901 / 0.0000259 / 0.0000349
-- tightest hold or removal path, cell delays in order --
cell and delay (ns):
clkdlybuf4s50_1 0.40, inv_1 0.06, fa_1 0.15, inv_1 0.04
clkdlybuf4s50_1 0.39
-- per-stage QoR --
step                       util  area (um^2)  setup WS (ns)  instances   power, W
after floorplan               -          258           1.52         26  0.0000173
final                     0.151          515          0.642         90  0.0000349
after detailed placement  0.151          515          0.601         90  0.0000362
after CTS                 0.151          515          0.580         90  0.0000365
after global placement    0.151          515          0.611         90  0.0000362
after global routing      0.151          515          0.416         90  0.0000401
-- cell usage in the layout, fill, tap and decap left out --
| master | count |
|---|---|
| clkdlybuf4s50_1 | 26 |
| fa_1 | 8 |
| inv_1 | 10 |
-- per-layer routing --
metal	part of all wire	GRT usage	vias to the layer above
li1	-	-	96
met1	0.39	0.0230	86
met2	0.24	0.0241	25
met3	0.37	0.0295	0
met4	0	0	0
met5	0	0	-
-- area by class of cell --
cell class / count / area, um^2
timing repair buffer: 26 / 260
multi-input combinational: 8 / 160
fill: 394 / 2900
tap: 46 / 57.6
inverter: 10 / 37.5
-- cells by family after synthesis --
group,share of synthesized area
adders and majority gates,0.621
buffers and inverters,0.379
-- how the worst max path moves through the flow --
stage         to  slack (ns)
4_1_cts   Sum[7]        0.58
5_1_grt   Sum[7]        0.42
6_report  Sum[7]        0.64
Power figures rest on the tool's default switching activity, not on a simulated workload.

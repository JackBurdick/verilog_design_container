==> /design/flow/design.v <==
module counting_logic(new_current_time_ls_min, new_current_time_ms_min,
		new_current_time_ls_hr, new_current_time_ms_hr, new_current_time_AM,
		load_new_c, reset, clk, one_minute,
		current_time_ls_min, current_time_ms_min,
		current_time_ls_hr, current_time_ms_hr, current_time_AM);
input [3:0]	new_current_time_ls_min,
		new_current_time_ms_min,
		new_current_time_ls_hr,
		new_current_time_ms_hr;
input		new_current_time_AM;
input load_new_c, reset, clk, one_minute;
output [3:0]	current_time_ls_min,
		current_time_ms_min,
		current_time_ls_hr,
		current_time_ms_hr;
output		current_time_AM;
reg [3:0] ls_min, ms_min, ls_hr, ms_hr;
reg AM;
wire [3:0]	current_time_ls_min,
		current_time_ms_min,
		current_time_ls_hr,
		current_time_ms_hr;
wire		current_time_AM;
always@ (posedge clk or posedge reset)
begin
	if (reset)
	begin
		ls_min	<= 4'b0000;
		ms_min	<= 4'b0000;
		ls_hr	<= 4'b0000;
		ms_hr	<= 4'b0000;
		AM	<= 1'b0;
	end
	else if (load_new_c)
	begin
		ls_min	<= new_current_time_ls_min;
		ms_min	<= new_current_time_ms_min;
		ls_hr	<= new_current_time_ls_hr;
		ms_hr	<= new_current_time_ms_hr;
		AM	<= new_current_time_AM;
	end
	else
	begin
		if(one_minute)
		begin
			if (ls_min == 9)
			begin
				ls_min <= 0;
				if (ms_min == 5)
				begin
					ms_min <= 0;
					if (ls_hr == 2)
					begin	
						if(ms_hr == 1)
						begin
							ms_hr <= 0;
							ls_hr <= 1;
							AM <= ~AM;
						end
					end
					else if (ls_hr == 9)		
					begin
						ms_hr <= ms_hr + 1;
						ls_hr <= 0;
					end
					else
					begin
						ls_hr <= ls_hr+1;
					end
				end				
				else
				begin
					ms_min <= ms_min + 1;
				end
			end
			else
			begin
				ls_min <= ls_min + 1;
			end
		end
	end
end
assign current_time_ls_min = ls_min;
assign current_time_ms_min = ms_min;
assign current_time_ls_hr  = ls_hr;
assign current_time_ms_hr  = ms_hr;
assign current_time_AM  = AM;
endmodule
==> /design/flow/run.sh <==
#!/bin/bash
# OpenROAD 26Q1-2900-gdf79404cd8, Yosys 0.63+post, stock flow scripts
make -C /OpenROAD-flow-scripts/flow DESIGN_CONFIG=/design/flow/config.mk WORK_HOME=/design/flow/orfs finish
==> /design/flow/config.mk <==
export PLATFORM = sky130hd
export DESIGN_NAME = counting_logic
export DESIGN_NICKNAME = counting_logic
export VERILOG_FILES = /design/flow/design.v
export SDC_FILE = /design/flow/constraint.sdc
export NUM_CORES = 4
export LEC_CHECK = 1
export CORE_AREA = 10 10 114 114
export DIE_AREA = 0 0 124 124
==> /design/flow/constraint.sdc <==
current_design counting_logic

set clk_period 2.6
set clk_io_pct 0.2

create_clock -name clk0 -period $clk_period [get_ports {clk}]

set non_clock_inputs [all_inputs -no_clocks]
set_input_delay [expr $clk_period * $clk_io_pct] -clock clk0 $non_clock_inputs
set_output_delay [expr $clk_period * $clk_io_pct] -clock clk0 [all_outputs]
==> deck_impl_summary.md <==
Flow Results at a Glance

Floorplan
  • Die X: 124 µm
  • CORE AREA: 0.0104 mm²
  • Cell Rows: 37
  • Die Size: 0.0154 mm²
  • Num ports: 38
  • Die Ht: 124 µm
  • FP Util: 11.0%

Setup path
  • Worst setup EP type: register
  • Crit path DAT: 2.26 ns
  • Required time of the critical path: 2.75 ns
  • Critical path type: register to register
  • Crit Path Max Fanout: 12
  • Worst setup SP type: register

Layout
  • P&R area growth vs syn: 50.9%
  • # fillers: 1167
  • Register area: 425 µm²
  • Layout cells sized above 1: 13.6%
  • Gate Area: 661 µm²
  • Final Non-Filler Cells: 298
  • Final Util: 16.6%

Detailed routing
  • Avg Vias per Cell: 3.59
  • Drt wl/cell: 12.8 µm
  • Antenna Violating Nets Remaining: 0
  • Routed WL: 3.83 mm
  • Via count: 1069
  • # DRC: 0
  • Detailed Route Iter0 Violations: 156
  • Detailed Routing Iterations Pass 1: 4
  • Antenna diodes: 0

Logic synthesis
  • Synth Cell Area: 0.00114 mm²
  • Seq share, synth: 37.2%
  • Post-synth EDFFs: 0
  • Largest type area fraction: 37.2%
  • Main flop type after synthesis: dfrtp_1
  • Post-Syn Instances: 124
  • Top cells by area: dfrtp_1 (37%), o21ai_0 (5.7%), nand2_1 (3.6%)
  • Yosys Instances: 124
  • Synth Area per Inst: 9.22 µm²
  • Post-synthesis cell type count: 50
  • Synth area leader: dfrtp_1
  • Fraction of registers with async set/reset: 100%
  • Synth warn: 1
  • YS chip area: 0.00114 mm²
  • Flops after synth: 17

Placed design
  • IO Port Bufs: 37
  • # placed instances: 294
  • HPWL Detailed: 3.03 mm
  • Gpl congestion: 0.789

Clocking
  • Post-CTS Setup Inserts: 0
  • Worst skew pair latency: 0.26 ns
  • CTS H-tree depth: 1
  • Post_cts resized: 0
  • CTS tree: done
  • Sink Count: 17
  • Clock Tree Buf Depth: 2
  • CTS buffer count: 3
  • Clock transition at path regs: 0.08 ns
  • Post-CTS Hold Fix Bufs: 0
  • Clk root buf: clkbuf_8

Global routing
  • Gr usage total: 5.10%
  • First-pass GRT wire length: 6.07 mm
  • Number of global-route vias before repair: 1023
  • Initial antenna violation count: 0
  • Total grt overflow: 0
  • Largest net degree at the start of global routing: 22

Timing
  • Setup Total Neg Slack: 0 ns
  • Worst Clk Skew: 0.00506 ns
  • Fin. Hold Viols: 0
  • Fin Hold WS: 0.602 ns
  • Slew @ Worst Pin: 0.730 ns
  • Slew HR: 51.3%
  • RSZ-0062 raised after global routing: false
  • Final period util: 81.3%
  • Peak Freq: 0.473 GHz
  • Fin. max-slew vios: 0
  • Setup violators final: 0
  • Fin crit period: 2.11 ns

Status
  • Status: complete, no violations

Power and ir drop
  • Leak: 0.641 nW
  • Total Power: 1.04 mW
  • Peak VDD IR: 0.196 mV
  • Pwr Density: 605 mW/mm²

Run
  • Number of OpenROAD warnings: 26
  • Max cap viols: 0

Min path
  • HP Class: register to register
==> critical path, cell delays in order, from the launching register on <==
cell and delay, ns:
dfrtp_1 0.52, or4b_4 0.59, a211oi_4 0.46, nor3_2 0.12, mux2_4 0.31
==> flip-flops by register name, summed over array words and instances, names as in the netlist <==
| name | cells |
|---|---|
| ls_hr | 4 |
| ms_hr | 4 |
| AM | 1 |
| ls_min | 4 |
| ms_min | 4 |
==> cell families (layout without fill, tap and decap cells) <==
family,after synthesis,count (layout),synth area share [%]
compound gates,38,38,22.3
buf+inv,12,50,5.03
flops,17,17,37.2
mux,4,4,4.05
xor+xnor,5,5,3.83
simple gates,46,46,25.4
fa+ha+maj,2,2,2.19
==> power by group <==
group	internal (mW)	total [mW]	switching (mW)
Combinational	0.264	0.403	0.139
Clock	0.106	0.207	0.101
Sequential	0.327	0.433	0.106
Total	0.697	1.04	0.346
==> cells in the mapped netlist (all sizes together) (3+ instances only) <==
cell / instances
a21oi: 9
clkbuf: 4
nand3: 5
dfrtp: 17
o21ai: 13
nand2: 11
nor2: 4
buf: 4
and4bb: 3
nor3: 6
inv: 4
xnor2: 3
==> layer usage <==
metal | track usage [%] | up-vias | wire length (µm) | share of wire (%)
li1 | - | 536 | - | -
met1 | 6.18 | 503 | 1610 | 42
met2 | 8.01 | 28 | 1740 | 45
met3 | 3.03 | 2 | 456 | 12
met4 | 0.360 | 0 | 23 | 0.60
met5 | 0 | - | 0 | 0
==> per-stage QoR <==
step / area (µm²) / setup slack, ns
floorplan: 1140 / 0.658
global placement: 1680 / 0.387
detailed placement: 1680 / 0.364
CTS: 1730 / 0.497
global route: 1730 / 0.390
finish: 1730 / 0.485
==> cell type report <==
class,count,area share (%)
Tap cell,136,9.86
Timing Repair Buffer,42,23.6
Clock buffer,3,2.39
Inverter,4,0.870
Sequential cell,17,24.7
Multi-Input combinational cell,95,38.3
Clock inverter,1,0.290
==> path summary, 6_finish.rpt <==
path | from | slack [ns] | end | cells past startpoint
setup / recovery | ls_hr[0] | 0.49 | ms_hr[0] | 4
hold / removal | AM | 0.60 | AM | 2
setup reg to reg | ls_hr[0] | 0.49 | ms_hr[0] | 4
hold reg to reg | AM | 0.60 | AM | 2
max in group asynchronous | reset | 1.45 | ms_hr[1] | 2
min in group asynchronous | reset | 0.68 | ls_hr[0] | 2
==> placed cells by master (no fill, tap or decap), types with 2 or more instances in the layout <==
cell and instances:
mux2i_1 2, buf_4 5, xor2_1 2, a32oi_1 2, clkdlybuf4s50_1 37, nor3b_1 2
o21ai_0 13, a21oi_1 8, ha_1 2, inv_1 4, nor3_1 5, nand2_1 11
o41ai_1 2, a21o_1 2, xnor2_1 3, dfrtp_1 17, nor2_1 4, nand3_1 5
nor2b_1 2, and4bb_2 3, clkbuf_8 3
Power figures rest on the tool's default switching activity, not on a simulated workload.

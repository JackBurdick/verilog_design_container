[./config.mk]
export PLATFORM = sky130hd
export DESIGN_NAME = ac_four_digit
export DESIGN_NICKNAME = ac_four_digit
export VERILOG_FILES = /design/flow/design.v
export SDC_FILE = /design/flow/constraint.sdc
export NUM_CORES = 4
export LEC_CHECK = 1
export CORE_AREA = 10 10 70 70
export DIE_AREA = 0 0 80 80
[./constraint.sdc]
current_design ac_four_digit

set clk_period 1.0
set clk_io_pct 0.2

create_clock -name clk0 -period $clk_period [get_ports {keypad_int}]

set non_clock_inputs [all_inputs -no_clocks]
set_input_delay [expr $clk_period * $clk_io_pct] -clock clk0 $non_clock_inputs
set_output_delay [expr $clk_period * $clk_io_pct] -clock clk0 [all_outputs]
[./design.v]
module ac_four_digit(key_buffer_out, key_buffer_in, keypad_int, clk, key_row, key_col);
output [15:0]key_buffer_out;
reg [15:0]key_buffer_out;
reg i;
input clk, keypad_int;
input [1:0]key_row;
input [1:0]key_col;
wire [1:0]key_row;
wire [1:0]key_col;
input [15:0]key_buffer_in;
reg [1:0]key_row_req;
reg [1:0]key_col_req;
wire [3:0]return_digit;
reg key_stim;
wire [3:0]cur_digit;
keypad_scanner C1(return_digit, key_row_req, key_col_req, key_stim);
always@(posedge keypad_int)
begin
	key_buffer_out = key_buffer_in;
	key_row_req = key_row;
	key_col_req = key_col;
	key_stim = 1'b0;
	key_stim = 1'b1;
	key_stim = 1'b0;
	key_buffer_out = key_buffer_out<<4;
	key_buffer_out[3] = return_digit[3];
	key_buffer_out[2] = return_digit[2];
	key_buffer_out[1] = return_digit[1];
	key_buffer_out[0] = return_digit[0];
end
endmodule
module keypad_scanner(value, key_row, key_col, stimulus);
input stimulus;
input [1:0]key_row;
input [1:0]key_col;
output [3:0]value;
reg [3:0]value;
always@ (posedge stimulus)
if (key_col == 2'b00)
begin
	if (key_row == 2'b00)
	begin
		value <= 4'b0001;
	end
	else if (key_row == 2'b01)
	begin
		value <= 4'b0100;
	end
	else if (key_row == 2'b10)
	begin
		value <= 4'b0111;
	end
	else
	begin
		value <= 4'b1010;
	end
end
else if (key_col == 2'b01)
begin
	if (key_row == 2'b00)
	begin
		value <= 4'b0010;
	end
	else if (key_row == 2'b01)
	begin
		value <= 4'b0101;
	end
	else if (key_row == 2'b10)
	begin
		value <= 4'b1000;
	end
	else
	begin
		value <= 4'b0000;
	end
end
else if (key_col == 2'b10)
begin
	if (key_row == 2'b00)
	begin
		value <= 4'b0011;
	end
	else if (key_row == 2'b01)
	begin
		value = 4'b0110;
	end
	else if (key_row == 2'b10)
	begin
		value <= 4'b1001;
	end
	else
	begin
		value <= 4'b1011;
	end
end
else
begin
	value <= 4'b1111;
end
endmodule
[./run.sh]
#!/bin/bash
# OpenROAD 26Q1-2900-gdf79404cd8, Yosys 0.63+post, stock flow scripts
make -C /OpenROAD-flow-scripts/flow DESIGN_CONFIG=/design/flow/config.mk WORK_HOME=/design/flow/orfs finish
==> reports/metrics.yaml <==
yosys:
  ff_type: "dfxtp_1"
  yosysTopAreaCellShare_pct: 87.7
  ys.flops: 12
  avgSynthCellArea_um2: 16.1
  ys_warn_count: 2
  syn_inst: 17
  yosysSeqAreaShare_pct: 87.7
  ys_cells: 17
  common_cells: "dfxtp_1 (12), buf_4 (4), conb_1 (1)"
  yosysMostFrequentCell: "dfxtp_1"
  ys_chip_area_um2: 274
  synthTopCellsByArea: "dfxtp_1 (88%), buf_4 (11%), conb_1 (1.4%)"
  synthArstFlopShare_pct: 0
  syn_area_um2: 274
  ys_types: 3
  largest_area_cell: "dfxtp_1"
  edf_count: 0
sta:
  min_period_over_period_pct: 95.6
  min_period_ns: 0.956
  setup_viol: 0
  max_clock_freq_mhz: 1050
  slew_violations: 0
  rsz0062_at_grt: "false"
  tns_ns: 0
  worst_slack_ns: 0.0441
  hold_viol: 0
grt:
  antenna_found_initial: 0
  grt_max_degree: 7
  grtUsageTotal_pct: 2.59
  grt_overflow_total: 0
  grt_first_pass_wirelength_um: 1170
  first_global_vias: 232
clock_tree:
  hold_buffers: 0
  cts_root_buf: "clkbuf_4"
  cts_max_level: 1
  cts_tree: "built"
  cts_buffers: 3
  clock_sinks: 12
  clkTransAtPathRegs_ns: 0.08
  clockBufferDepth: 2
detailed_routing:
  drc_errors: 0
  ant_nets: 0
  diodes: 0
  vias_per_cell: 2.18
  drtPass1Iterations: 1
  num_vias: 194
  wirelength_um: 888
  drtIter0Drc: 0
  wl_per_cell_um: 9.98
worst_setup_path:
  crit_arrival_ns: 0.76
  end_kind: "output pin"
  critPathRequiredTime_ns: 0.80
  path_class: "reg -> out"
  cp_top_family: "flip-flops"
  crit_fanout: 1
  worst-path-buf-inv: 1
  start_kind: "flop"
  cp_cell_sequence: "clkdlybuf4s15_1"
  cpPeakStageDelay_ns: 0.32
  slowest_stage: "dfxtp_2"
floorplanning:
  core_area_um2: 3420
  row_count: 21
  die_w_um: 80
  initial_core_util_pct: 8.02
  dieArea_um2: 6400
  die_h_um: 80
  io_pins: 38
power:
  ir_drop_mv: 0.212
  power_density_nw_per_um2: 1510
  leakage_nw: 0.230
cells_and_area:
  n_fill_cell: 390
  largest_reg_flops: 12
  regArea_um2: 244
  drive_gt1_share_pct: 14.0
  logic_area_um2: 15.0
  area_growth_pct: 111
placed_design:
  place_congestion: 0.609
  preCtsSetupSlack_ns: 0.0233
  port_buffers: 24
  hpwl_um: 825
job:
  warning_count: 34
  maxCapViolCount: 0
worst_hold_path:
  hp-class: "in -> reg"
outcome:
  status: "complete, no violations"
where the power goes:
part	total (mW)	switching (mW)	internal, mW
combinational	0.0787	0.0101	0.0686
sequential	0.511	0.00606	0.504
clock	0.286	0.147	0.139
total	0.875	0.163	0.712
cell usage in the layout (no fill, tap or decap):
cell / count
dfxtp_2: 3
clkdlybuf4s50_1: 12
dfxtp_1: 9
clkbuf_4: 3
clkdlybuf4s15_1: 12
conb_1: 4
path summary, 6_finish.rpt:
path | start | slack [ns] | endpoint | cells after the start
setup / recovery | key_buffer_out[11] | 0.04 | key_buffer_out[11] | 1
hold / removal | key_buffer_in[5] | 0.37 | key_buffer_out[9] | 1
repair_timing:
action	CTS	global route
setup endpoints to repair	12	2
resized	25	2
setup buffers	0	0
through the flow:
stage	utilization [%]	cell area (µm²)	instances	power (mW)	hold slack (ns)
finish	17.0	579	89	0.875	0.366
floorplan	-	285	20	0.525	0.228
global placement	16.2	553	86	0.614	0.651
global route	17.0	579	89	0.918	0.355
CTS	16.9	577	89	0.899	0.356
detailed placement	16.2	553	86	0.615	0.654
metal layers:
| layer | vias up | GRT usage (%) | wire length (µm) |
|---|---|---|---|
| li1 | 94 | - | - |
| met1 | 81 | 2.57 | 312 |
| met2 | 17 | 3.61 | 391 |
| met3 | 2 | 2.84 | 177 |
| met4 | 0 | 0.528 | 7 |
| met5 | - | 0 | 0 |
cells by family after synthesis:
logic type | synth area share (%)
buffers and inverters | 11.0
flip-flops | 87.7
other | 1.37
cell type report:
cell class | count | share of cell area (%)
repair buffers | 24 | 41.5
multi-input cells | 4 | 2.59
clock buffers | 3 | 3.89
flip-flops and latches | 12 | 42.1
well taps | 46 | 9.94
No activity file was given, so power comes from the tool's default toggle rates.
